==> ./config.mk <==
export PLATFORM = sky130hd
export DESIGN_NAME = bicubic
export DESIGN_NICKNAME = bicubic
export VERILOG_FILES = /design/flow/design.v
export SDC_FILE = /design/flow/constraint.sdc
export NUM_CORES = 4
export LEC_CHECK = 1
export CORE_UTILIZATION = 30
==> ./constraint.sdc <==
current_design bicubic

set clk_period 373.0
set clk_io_pct 0.2

create_clock -name clk0 -period $clk_period [get_ports {clk}]

set non_clock_inputs [all_inputs -no_clocks]
set_input_delay [expr $clk_period * $clk_io_pct] -clock clk0 $non_clock_inputs
set_output_delay [expr $clk_period * $clk_io_pct] -clock clk0 [all_outputs]
==> ./design.v <==
module bicubic (
    output reg Img_CEN,
    output reg [13:0] Img_A,
    output reg Result_CEN,
    output reg Result_WEN,
    output reg [7:0]Result_D,
    output reg [15:0] Result_A,
	output reg done,
    input clk,
    input rst,
    input enable,
    input [7:0] x0,
    input [7:0] y0,
    input [7:0] original_w,
    input [7:0] original_h,
    input [7:0] scaled_w,
    input [7:0] scaled_h,
	input [31:0] Img_Q,
	input [7:0] Result_Q
);
integer i;
parameter [3:0] START = 4'd0, IDLE = 4'd1, CHECK_VH = 4'd2, VH_DONE = 4'd3, H_CAL = 4'd4, V_CAL = 4'd5, LOAD = 4'd6, STORE_BI = 4'd7, LOAD_BI = 4'd8, X_IN = 4'd9, Y_IN = 4'd10, VH_DONE_GETDATA = 4'd11, WRITE_DATA = 4'd12, DONE = 4'd13;
reg [3:0] state, nextstate;                 
reg [2:0]get_data_ctn;
reg [2:0] X_in_ctn;                         
reg data_ready;                             
reg [7:0]pixel_Gray;                        
reg [7:0]fill_data;                         
reg [7:0] biq_arr[3:0];                     
reg [1:0] bicubic_index;                    
reg bicubic_flag;                           
wire [7:0]R, G, B;                          
assign R = Img_Q[23:16];
assign G = Img_Q[15:8];
assign B = Img_Q[7:0];
reg [7:0] addr_x,addr_y;
wire [35:0] h_on_expand = ({addr_x,20'd0} * (original_w - 1)) / (scaled_w - 1);          
wire [35:0] v_on_expand = ({addr_y,20'd0} * (original_h - 1)) / (scaled_h - 1);          
wire [7:0] h_addr = (h_on_expand[27:20] + x0);
wire [7:0] v_addr = (v_on_expand[27:20] + y0);
wire [13:0] final_addr = h_addr + (v_addr << 7);                              
wire signed [21:0]sign_h_float = {1'b0, 1'b0, h_on_expand[19:0]};            
wire signed [21:0]sign_v_float = {1'b0, 1'b0, v_on_expand[19:0]};            
reg signed  [21:0]x_square;                                                  
reg signed  [43:0]temp_x_square;                                             
reg signed  [33:0]temp_fill_data;                                            
reg signed [9:0] p_neg1, p0, p1, p2;                                         
wire signed [11:0] a, b, c, d;                                               
assign a = -(p_neg1 >> 1) + p0 + (p0 >> 1) - p1 - (p1 >> 1) + (p2 >> 1);     
assign b = p_neg1 - (p0 << 1) - (p0 >> 1) + (p1 << 1) - (p2 >> 1);           
assign c = - (p_neg1 >> 1) + (p1 >> 1);                                      
assign d = p0;                                                               
wire signed [31:0] shift_d;                                                  
assign shift_d = d << 20;                                                    
reg uppad, downpad, leftpad, rightpad;                   
always @(posedge clk) begin
    if(rst) begin
        state <= START;
    end else begin
        state <= nextstate;
    end
end
always @(*) begin
    case(state)
        START: begin
            if(enable) begin
                nextstate = IDLE;
            end else begin
                nextstate = START;
            end
        end
        IDLE: begin
            if(addr_y == scaled_h) nextstate = DONE;
            else nextstate = CHECK_VH;
        end
        CHECK_VH: begin
            if(h_on_expand[19:0] == 20'd0 && v_on_expand[19:0] == 20'd0) nextstate = VH_DONE;              
            else if(h_on_expand[19:0] == 20'd0) nextstate = V_CAL;                                  
            else if(v_on_expand[19:0] == 20'd0) nextstate = H_CAL;                                  
            else nextstate = LOAD;                                                           
        end
        VH_DONE: nextstate = VH_DONE_GETDATA;
        VH_DONE_GETDATA: begin
            if(data_ready) nextstate = WRITE_DATA;
            else nextstate = VH_DONE_GETDATA;
        end
        H_CAL: begin
            if(get_data_ctn == 3'd5) nextstate = X_IN;
            else nextstate = H_CAL;
        end
        V_CAL: begin
            if(get_data_ctn == 3'd5) nextstate = Y_IN;
            else nextstate = V_CAL;
        end
        LOAD: begin
            nextstate = H_CAL;            
        end
        X_IN: begin
            if(X_in_ctn == 3'd5) begin
                if(bicubic_flag == 1'b1) nextstate = STORE_BI;
                else nextstate = WRITE_DATA;
            end
            else nextstate = X_IN;
        end
        Y_IN: begin
            if(X_in_ctn == 3'd5) nextstate = WRITE_DATA;
            else nextstate = Y_IN;
        end
        STORE_BI: begin
            if(bicubic_index == 2'd3) begin
                nextstate = LOAD_BI;
            end else begin
                nextstate = LOAD;
            end
        end
        LOAD_BI: nextstate = Y_IN;
        WRITE_DATA: nextstate = IDLE;
        DONE: nextstate = DONE; 
        default: nextstate = IDLE;
    endcase
end
always @(posedge clk) begin
    if(rst) begin
        addr_x <= -1;
        addr_y <= 8'd0;
        Result_A <= -1;
        get_data_ctn <= 3'd0;
        X_in_ctn <= 3'd0;
        data_ready <= 1'b0;
        fill_data <= 8'd0;
        Img_CEN <= 1'b1;                     
        bicubic_index <= -1;
        Result_D <= 8'd0;
        Result_WEN <= 1'b1;
        Result_CEN <= 1'b1; 
        done <= 1'b0;
        bicubic_flag <= 1'b0;
        p_neg1 <= 10'd0;
        p0 <= 10'd0;
        p1 <= 10'd0;
        p2 <= 10'd0;
        x_square <= 22'd0;
        temp_x_square <= 44'd0;
        temp_fill_data <= 34'd0;
        uppad <= 1'b0;
        downpad <= 1'b0;
        leftpad <= 1'b0;
        rightpad <= 1'b0;
        for(i = 0; i < 2'd3; i = i + 1) begin
            biq_arr[i] <= 8'd0;
        end
    end
    else begin
        case(state)
            IDLE: begin
                Result_WEN <= 1'b1;                  
                Img_CEN <= 1'b1;                     
                bicubic_flag <= 1'b0;
                uppad <= 1'b0;
                downpad <= 1'b0;
                leftpad <= 1'b0;
                rightpad <= 1'b0;
                if(addr_x == scaled_w - 8'd1) begin
                    addr_x <= 8'd0;
                    addr_y <= addr_y + 8'd1;
                end
                else begin
                    addr_x <= addr_x + 8'd1;
                end
                Result_A <= Result_A + 16'd1;
            end
            VH_DONE:begin
                Img_CEN <= 1'b0;                 
                Img_A <= final_addr;   
            end 
            VH_DONE_GETDATA: begin
                if(!data_ready) begin
                    data_ready <= 1'b1;
                end else begin
                    fill_data <= pixel_Gray;
                    data_ready <= 1'b0;
                end
            end
            WRITE_DATA: begin
                Result_D <= fill_data;
                Result_WEN <= 1'b0;              
                Result_CEN <= 1'b0;              
            end
            H_CAL: begin
                case(get_data_ctn)
                    3'd0:begin                                       
                        Img_CEN <= 1'b0;                 
                        if(bicubic_flag == 1'b1) begin                          
                            if(h_addr == 8'd0)  leftpad <= 1'b1;
                            else if(h_addr == 8'd126) rightpad <= 1'b1;
                            if(v_addr == 8'd0) uppad <= 1'b1;
                            else if(v_addr == 8'd126) downpad <= 1'b1;
                            Img_A <= final_addr - 14'd128 - 14'd1 + (bicubic_index << 7);                 
                        end
                        else begin                                               
                            if(h_addr == 8'd0) leftpad <= 1'b1;
                            else if(h_addr == 8'd126) rightpad <= 1'b1; 
                            Img_A <= final_addr - 14'd1;
                        end
                    end
                    3'd1: Img_A <= Img_A + 14'd1;        
                    3'd2: begin
                        p_neg1 <= {1'b0, pixel_Gray, 1'b0};    
                        Img_A <= Img_A + 14'd1;          
                    end
                    3'd3: begin
                        p0 <= {1'b0, pixel_Gray, 1'b0};       
                        Img_A <= Img_A + 14'd1;         
                    end
                    3'd4: begin
                        p1 <= {1'b0, pixel_Gray, 1'b0};       
                    end
                    3'd5: begin
                        if(leftpad == 1'b1) p_neg1 <= p0;
                        if(rightpad == 1'b1) p2 <= p1;
                        else p2 <= {1'b0, pixel_Gray, 1'b0};       
                    end
		    default: begin				 
		    	leftpad <= 1'b0;
			rightpad <= 1'b0;
	      	    end
                endcase
                if(get_data_ctn == 3'd5) get_data_ctn <= 3'd0;
                else get_data_ctn <= get_data_ctn + 3'd1;
            end
            V_CAL: begin
                case(get_data_ctn)
                    3'd0:begin                                                
                        Img_CEN <= 1'b0;                                      
                        if(v_addr == 8'd0) begin
                            uppad <= 1'b1;                                   
                        end
                        else if(v_addr == 8'd126) begin
                            downpad <= 1'b1;                                 
                        end
                        Img_A <= final_addr - 128;                           
                    end
                    3'd1: Img_A <= Img_A + 128;                        
                    3'd2: begin
                        Img_A <= Img_A + 128;                          
                        p_neg1 <= {1'b0, pixel_Gray, 1'b0};                         
                    end
                    3'd3: begin
                        Img_A <= Img_A + 128;                         
                        p0 <= {1'b0, pixel_Gray, 1'b0};                            
                    end
                    3'd4: begin
                        p1 <= {1'b0, pixel_Gray, 1'b0};                            
                    end
                    3'd5: begin
                        if(uppad == 1'b1) p_neg1 <= p0;
                        if(downpad == 1'b1) p2 <= p1;
                        else p2 <= {1'b0, pixel_Gray, 1'b0};                            
                    end
		    default: begin				 
		    	leftpad <= 1'b0;
			rightpad <= 1'b0;
	      	    end
                endcase
                if(get_data_ctn == 3'd5) get_data_ctn <= 3'd0;
                else get_data_ctn <= get_data_ctn + 3'd1;
            end
            X_IN: begin
                case(X_in_ctn)
                    3'd0: begin
                        temp_x_square <= sign_h_float * sign_h_float;          
                        temp_fill_data <= 34'd0;            
                    end
                    3'd1: begin
                        x_square <= {temp_x_square[43], temp_x_square[40], temp_x_square[39:20]};
                        temp_fill_data <= temp_fill_data + shift_d;              
                    end
                    3'd2: begin
                        temp_x_square <= x_square * sign_h_float;                
                        temp_fill_data <= temp_fill_data + (c * sign_h_float);   
                    end
                    3'd3:begin
                        temp_fill_data <= temp_fill_data + (b * x_square);        
                        x_square <= {temp_x_square[43], temp_x_square[40], temp_x_square[39:20]};               
                    end
                    3'd4: begin
                        temp_fill_data <= temp_fill_data + (a * x_square);       
                    end
                    3'd5: begin
                        if(temp_fill_data[33] == 1'd1) fill_data <= 8'd0;                                       
                        else if(temp_fill_data[32:21] >= 12'd255) fill_data <= 8'd255;                          
                        else if(temp_fill_data[20] == 1'd1) fill_data <= temp_fill_data[28:21] + 8'd1;          
                        else fill_data <= temp_fill_data[28:21];
                    end
		            default: begin			                                     
			            temp_fill_data <= 34'd0; 	
			        end
                endcase
                if(X_in_ctn == 3'd5) X_in_ctn <= 3'd0;
                else X_in_ctn <= X_in_ctn + 3'd1;
            end
            Y_IN: begin
                case(X_in_ctn)
                    3'd0: begin
                        temp_x_square <= sign_v_float * sign_v_float;          
                        temp_fill_data <= 34'd0;            
                    end
                    3'd1: begin
                        x_square <= {temp_x_square[43], temp_x_square[40], temp_x_square[39:20]};
                        temp_fill_data <= temp_fill_data + shift_d;              
                    end
                    3'd2: begin
                        temp_x_square <= x_square * sign_v_float;                
                        temp_fill_data <= temp_fill_data + (c * sign_v_float);   
                    end
                    3'd3:begin
                        temp_fill_data <= temp_fill_data + (b * x_square);        
                        x_square <= {temp_x_square[43], temp_x_square[40], temp_x_square[39:20]};               
                    end
                    3'd4: begin
                        temp_fill_data <= temp_fill_data + (a * x_square);       
                    end
                    3'd5: begin
                        if(temp_fill_data[33] == 1'd1) fill_data <= 8'd0;                                       
                        else if(temp_fill_data[32:21] >= 12'd255) fill_data <= 8'd255;                          
                        else if(temp_fill_data[20] == 1'd1) fill_data <= temp_fill_data[28:21] + 8'd1;          
                        else fill_data <= temp_fill_data[28:21];
                    end
		            default: begin			                                     
			            temp_fill_data <= 34'd0; 	
			        end
                endcase
                if(X_in_ctn == 3'd5) X_in_ctn <= 3'd0;
                else X_in_ctn <= X_in_ctn + 3'd1;
            end
            LOAD: begin
                bicubic_flag <= 1'b1;
                bicubic_index <= bicubic_index + 2'd1;
                leftpad <= 1'b0;
                rightpad <= 1'b0;             
            end
            STORE_BI: begin
                biq_arr[bicubic_index] <= fill_data;
                if(bicubic_index == 2'd3) begin
                    if(uppad == 1'b1) biq_arr[0] <= biq_arr[1];
                    if(downpad == 1'b1) biq_arr[3] <= biq_arr[2];
                    else biq_arr[bicubic_index] <= fill_data;
                    uppad <= 1'b0;
                    downpad <= 1'b0;
                end
                else biq_arr[bicubic_index] <= fill_data;
            end
            LOAD_BI: begin
                bicubic_index <= -1;
                p_neg1 <= {1'b0, biq_arr[0], 1'b0};
                p0 <= {1'b0, biq_arr[1], 1'b0};
                p1 <= {1'b0, biq_arr[2], 1'b0};
                p2 <= {1'b0, biq_arr[3], 1'b0};
            end
            DONE: done <= 1'b1;
        endcase
    end
end
reg [13:0]productR, productG, productB;
reg [14:0]RGB_to_Gray, rounded_RGB_to_Gray;
always @(*) begin
    if(Img_CEN == 1'b0) begin
        productR = R * 6'b001001;
        productG = G * 6'b010011;
        productB = B * 6'b000011;
        RGB_to_Gray = productR + productG + productB;
        if(RGB_to_Gray[4] == 1'b1) begin
            if(RGB_to_Gray[3:0] == 4'b0) begin                                                                   
                if(RGB_to_Gray[5] == 1'b0)  rounded_RGB_to_Gray = RGB_to_Gray;                                   
                else rounded_RGB_to_Gray = RGB_to_Gray + 15'b000000000100000;                                    
            end
            else rounded_RGB_to_Gray = RGB_to_Gray + 15'b000000000100000;
        end
        else rounded_RGB_to_Gray = RGB_to_Gray;
	    pixel_Gray = rounded_RGB_to_Gray[12:5];
    end
    else begin
        pixel_Gray = 8'd0;
        productR = 14'd0;
        productG = 14'd0;
        productB = 14'd0;
        RGB_to_Gray = 15'd0;
        rounded_RGB_to_Gray = 15'd0;
    end
end
endmodule
==> ./run.sh <==
#!/bin/bash
# OpenROAD 26Q1-2900-gdf79404cd8, Yosys 0.63+post, stock flow scripts
make -C /OpenROAD-flow-scripts/flow DESIGN_CONFIG=/design/flow/config.mk WORK_HOME=/design/flow/orfs finish
==> results.toml <==
# physical design summary
[logic_synthesis]
synth_dominant_cell_count = "inv_1"
edf_count = 46
synth_flops = 236
top_area_share_pct = 27.6
muxShareOfSynthArea_pct = 1.36
syn_area_um2 = 191000
top_cells_by_count = "inv_1, nand2_1, fa_1"
synthTopLogicFamily = "adder cells"
top_area_cell = "fa_1"
synth_top_flop_cell = "dfxtp_1"
fa_ha_area_share_pct = 43.6
async_reset_ff_share_pct = 0
ys_seq_share_pct = 2.72
synth.distinct_cells = 108
synthTopCellsByArea = "fa_1, ha_1, inv_1"
simple_gate_area_share_pct = 18.8
synth.cellmix.xorXnorShare_pct = 6.06
avgSynthCellArea_um2 = 7.81
synth_cells = 24400
yosys_cells = 24400
yosys_area_um2 = 191000
yosysWarnings = 1
synthAoiAreaFrac_pct = 18.9

[sta]
fin_skew_ns = 0.0523
setup_viol = 0
rsz0062_at_grt = "false"
maxSlewViolCount = 0
worst_pin_slew_ns = 1.21
fin_setup_tns_ns = 0
max-slew-margin-rel_pct = 17.4
finalClockPeriodUsage_pct = 52.9
fin_crit_ns = 197.50
hold_viol = 0
max_clock_freq_mhz = 5.06

[clocking]
clkTransAtPathRegs_ns = 0.07
ctsHoldBuffers = 0
tritoncts = "yes"
cts_buffers = 27
h-tree-depth = 1
numClockSinks = 236
postCtsResizedCells = 0
post_cts_buffers = 0
clock_path_buffers = 3
cts_root_buffer = "clkbuf_16"
worstSkewPairLatency_ns = 0.65

[global_routing]
track_usage_pct = 19.7
antenna_found_initial = 14
gr-total-overflow = 0
use_met3_pct = 5.06
busiest_layer = "met2"
grt_pass1_vias = 165000
grt_max_degree = 130
grt_pass1_wl_mm = 958
grt_use_met2_pct = 31.5
use_met1_pct = 27.1

[place]
port-buffer-count = 116
hpwl_mm = 498
place_inst = 32400
finalWeightedCongestion = 0.976

[critical_path]
crit_top_cell = "ha_1"
cp_max_fo = 44
critical-path-slowest-cell = "a2111oi_0"
cp.required_ns = 373.54
critical_path.top_delay_family = "AND-OR/OR-AND gates"
cp.buffers_inverters = 58
cpPeakStageDelay_ns = 1.07
crit_path_end_kind = "flip-flop"
critPathLaunchType = "input port"
path_class = "in -> reg"
worstPathArrival_ns = 198.03
worstRegToRegCells = 410
worst-path-stages = 415

[die]
core_region_area_um2 = 633000
std_cell_rows = 292
chip_area_um2 = 639000
dieHeight_um = 799
fp_util_pct = 30.1
dieWidth_um = 799
ioPinCount = 133

[finish]
syn_to_final_growth_pct = 6.70
drive_above_1_share_pct = 4.14
instances_no_fill = 32400

[detailed_routing]
drtIter0Drc = 10400
post_drt_via_cell_ratio = 5.20
wl_per_cell_um = 18.9
dr.pass1.iters = 8
num_vias = 169000
routed_wl_mm = 612
drc_errors = 0
ant_nets = 0

[run_status]
run_status = "completed"

[hold_path]
min_path_type = "reg -> reg"
hold_depth = 2

[flow_run]
drv_cap = 0
warnings = 114
==> metal layers <==
layer | share of wire [%] | routed length [µm]
met4 | 3.1 | 19100
met2 | 46 | 280000
met1 | 43 | 265000
met5 | 0.011 | 66
met3 | 7.7 | 47300
==> layout by cell type, fill, tap and decap left out, drive strengths merged, types with 392 or more instances in the layout <==
master,n
buf,436
fa,2633
nand2,2918
a21oi,1444
ha,2425
xnor2,867
a21o,678
nor3,467
inv,3332
nand3,392
and2,597
nor2,1884
xor2,451
o21ai,1005
==> registers in the layout, indices dropped and copies added, names as in the netlist, 8 cells and up <==
register	count
fill_data	8
p_neg1	8
temp_x_square	22
x_square	22
p2	8
biq_arr	32
temp_fill_data	34
Img_A	14
state	14
addr_y	8
addr_x	8
Result_D	8
Result_A	16
p1	8
p0	8
==> worst paths after layout <==
path | from | end | slack (ns)
hold reg to reg | temp_x_square[29] | x_square[9] | 0.44
setup / recovery | original_h[0] | temp_x_square[36] | 175.50
setup reg to reg | addr_y[5] | temp_x_square[36] | 250.66
hold / removal | temp_x_square[29] | x_square[9] | 0.44
==> worst register-to-register path: cells and delay by family (launching register included) <==
family	cells	cell delay, ns
AND-OR/OR-AND	191	58.09
AND/OR/NAND/NOR	103	25.23
adder cells (fa/ha/maj)	50	17.99
buffers and inverters	56	17.25
multiplexers	7	2.57
flip-flops	1	0.70
XOR/XNOR	3	0.53
==> layout make-up <==
class / instances / area (µm²)
diodes: 15 / 37.5
clock buffers: 40 / 764
clock inverters: 10 / 136
fillers: 66100 / 429000
inverters: 3338 / 12500
multi-input cells: 19900 / 170000
flip-flops and latches: 236 / 5220
well taps: 8379 / 10500
repair buffers: 549 / 4440
==> cells by family (layout without fill, tap and decap cells) <==
group	count (synthesis)	count (layout)
compound gates	5485	5485
xor+xnor	1318	1318
fa+ha+maj	5058	5058
buf+inv	4310	3937
flops	236	236
mux	233	233
other cells	0	15
simple gates	7768	7768
==> per-stage QoR <==
stage	util (%)	setup slack (ns)	hold slack (ns)	instance area, µm²
6_report	32.1	175.50	0.441	203000
5_1_grt	32.1	168.08	0.463	203000
4_1_cts	32.1	177.28	0.443	203000
3_5_place_dp	32.0	177.02	0.437	202000
3_3_place_gp	32.0	177.02	0.430	202000
2_1_floorplan	-	198.79	0.415	191000
