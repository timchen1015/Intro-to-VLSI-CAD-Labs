<file path="flow/config.mk">
export PLATFORM = sky130hd
export DESIGN_NAME = cubic
export DESIGN_NICKNAME = cubic
export VERILOG_FILES = /design/flow/design.v
export SDC_FILE = /design/flow/constraint.sdc
export NUM_CORES = 4
export LEC_CHECK = 1
export CORE_UTILIZATION = 50
</file>
<file path="flow/constraint.sdc">
current_design cubic

set clk_period 24.0
set clk_io_pct 0.2

create_clock -name clk0 -period $clk_period [get_ports {clk}]

set non_clock_inputs [all_inputs -no_clocks]
set_input_delay [expr $clk_period * $clk_io_pct] -clock clk0 $non_clock_inputs
set_output_delay [expr $clk_period * $clk_io_pct] -clock clk0 [all_outputs]
</file>
<file path="flow/design.v">
module cubic (
    output reg Img_CEN,
    output reg [13:0] Img_A,
    output reg Result_CEN,
    output reg Result_WEN,
    output reg [7:0]Result_D,
    output reg [13:0] Result_A,
	output reg done,
    input clk,
    input rst,
    input enable,
    input [7:0] x0,
    input [7:0] y0,
    input [7:0] original_w,
    input [7:0] original_h,
    input [7:0] scaled_w,
    input [7:0] scaled_h,
    input [7:0]Img_Q,
	input [7:0]Result_Q
);
parameter [2:0] START = 3'd0, IDLE = 3'd1, CHECK_CALC = 3'd2, GET_DATA = 3'd3, X_IN = 3'd4, WRITE_DATA = 3'd5, NO_CALC = 3'd6, DONE = 3'd7;
reg data_ready;
reg [2:0] state, nextstate;
reg [7:0]x, RAM_X_ctn, X_p0;
reg [7:0]y;
reg [2:0]interval_cnt;
reg [7:0]fill_data;
reg [2:0] X_in_ctn;
reg [2:0]get_data_ctn;
reg signed[29:0] temp_fill_data;                               
reg signed [17:0]X_in_val, x_square;                           
reg signed [35:0]temp_x_square;                                
reg signed [9:0] p_1, p0, p1, p2;                              
wire signed [11:0] a, b, c, d;                                 
wire signed [27:0] shift_d;
assign a = -(p_1 >> 1) + p0 + (p0 >> 1) - p1 - (p1 >> 1) + (p2 >> 1);         
assign b = p_1 - (p0 << 1) - (p0 >> 1) + (p1 << 1) - (p2 >> 1);               
assign c = - (p_1 >> 1) + (p1 >> 1);                                          
assign d = p0;                                                                
assign shift_d = d << 16;
always @(posedge clk) begin
    if(rst) begin
        state <= START;
    end else begin
        state <= nextstate;
    end
end
always @(*) begin
    case(state) 
        START: begin
            if(enable) nextstate = IDLE;
            else nextstate = START;
        end
        IDLE: begin
            if(y == 8'd30) nextstate = DONE;
            else nextstate = CHECK_CALC;
        end
        CHECK_CALC: begin
            if(interval_cnt == 3'd0) nextstate = NO_CALC;
            else nextstate = GET_DATA;
        end
        GET_DATA: begin
            if(get_data_ctn == 3'd4) nextstate = X_IN;
            else nextstate = GET_DATA;
        end
        X_IN: begin
            if(X_in_ctn == 3'd5) nextstate = WRITE_DATA;
            else nextstate = X_IN;
        end
        NO_CALC : begin
            if(data_ready) nextstate = WRITE_DATA;
            else nextstate = NO_CALC;
        end
        WRITE_DATA: nextstate = IDLE;
        DONE: nextstate = DONE; 
    endcase
end
always @(*) begin
    if(state == X_IN) begin
        case(interval_cnt)
            3'd1: X_in_val = 18'b000110011001100110;                   
            3'd2: X_in_val = 18'b001100110011001100;                   
            3'd3: X_in_val = 18'b000011001100110011;                   
            3'd4: X_in_val = 18'b001001100110011001;                   
            default: X_in_val = 18'd0;
        endcase
    end
    else X_in_val = 18'd0;
end
always @(posedge clk) begin
    if(rst) begin
        x <= 8'd0;
        y <= 8'd0;
        interval_cnt <= 3'd0;
        RAM_X_ctn <= 8'd2;
        X_p0 <= 8'd0;
        Img_CEN <= 1'b1;
        p_1 <= 10'd0;
        p0 <= 10'd0;
        p1 <= 10'd0;
        p2 <= 10'd0;
        Img_A <= 14'd0;
        X_in_ctn <= 3'd0;
        temp_x_square <= 36'd0;
        temp_fill_data <= 30'd0;
        fill_data <= 8'd0;
        get_data_ctn <= 3'd0;
        data_ready <= 1'b0;
        Result_D <= 8'd0;
        Result_WEN <= 1'b1;
        Result_CEN <= 1'b1; 
	done <= 1'b0;
    end
    begin
        case(state)
            IDLE: begin
                Result_WEN <= 1'b1;                  
                Img_CEN <= 1'b1;                     
            end
            CHECK_CALC: begin
                Img_CEN <= 1'b0;
                case(interval_cnt) 
                    3'd0: begin
                        if(RAM_X_ctn >= 8'd25) RAM_X_ctn <= 8'd2;
                        Img_A <=  (y << 4) + (y << 3) + (y << 2) + y + RAM_X_ctn;
                        X_p0 <= RAM_X_ctn;
                    end
                    3'd1: begin
                        Img_A <=  (y << 4) + (y << 3) + (y << 2) + y + RAM_X_ctn;
                        X_p0 <= RAM_X_ctn;
                    end
                    3'd2: begin
                        RAM_X_ctn <= RAM_X_ctn + 8'd1;
                        X_p0 <= RAM_X_ctn;
                        Img_A <=  (y << 4) + (y << 3) + (y << 2) + y + RAM_X_ctn;
                    end
                    3'd3: begin
                        X_p0 <= RAM_X_ctn;
                        Img_A <=  (y << 4) + (y << 3) + (y << 2) + y + RAM_X_ctn;
                    end
                    3'd4: begin
                        RAM_X_ctn <= RAM_X_ctn + 8'd1;
                        X_p0 <= RAM_X_ctn;
                        Img_A <=  (y  << 4) + (y << 3) + (y << 2) + y + RAM_X_ctn;
                    end
                endcase
            end
            GET_DATA: begin
                case(get_data_ctn)
                    3'd0: begin
                        Img_A <=  (y << 4) + (y << 3) + (y << 2) + y + (X_p0 - 1);
                    end
                    3'd1: begin
                        p0 <= {1'd0, Img_Q, 1'd0};
                        Img_A <=  (y << 4) + (y << 3) + (y << 2) + y + (X_p0 + 1);
                    end
                    3'd2: begin
                        p_1 <= {1'd0, Img_Q, 1'd0};
                        Img_A <=  (y << 4) + (y << 3) + (y << 2) + y + (X_p0 + 2);
                    end
                    3'd3: begin
                        p1 <= {1'd0, Img_Q, 1'd0};
                    end
                    3'd4: begin
                        p2 <= {1'd0, Img_Q, 1'd0};
                    end
                endcase
                if(get_data_ctn == 3'd4) get_data_ctn <= 3'd0;
                else get_data_ctn <= get_data_ctn + 3'd1; 
            end
            X_IN: begin
                case(X_in_ctn)
                    3'd0: begin
                        temp_x_square <= X_in_val * X_in_val;
                        temp_fill_data <= 30'd0;            
                    end
                    3'd1: begin
                        x_square <= {temp_x_square[35], temp_x_square[32], temp_x_square[31:16]};
                        temp_fill_data <= temp_fill_data + shift_d;
                    end
                    3'd2: begin
                        temp_x_square <= x_square * X_in_val;
                        temp_fill_data <= temp_fill_data + (c * X_in_val); 
                    end
                    3'd3:begin
                        temp_fill_data <= temp_fill_data + (b * x_square);
                        x_square <= {temp_x_square[35], temp_x_square[32], temp_x_square[31:16]};
                    end
                    3'd4: begin
                        temp_fill_data <= temp_fill_data + (a * x_square);
                    end
                    3'd5: begin
                        if(temp_fill_data[29] == 1'd1) fill_data <= 8'd0;                                       
                        else if(temp_fill_data[28:17] >= 12'd255) fill_data <= 8'd255;                           
                        else if(temp_fill_data[16] == 1'd1) fill_data <= temp_fill_data[24:17] + 8'd1;          
                        else fill_data <= temp_fill_data[24:17];
                        Result_A <= (y  << 5) + (y << 4) + (y << 3) + (y << 2) + y + x;                          
                        Result_WEN <= 1'b0;              
                        Result_CEN <= 1'b1;              
                        end
		    default: begin			 
			temp_fill_data <= 30'd0; 	
			end
                endcase
                if(X_in_ctn == 3'd5) X_in_ctn <= 3'd0;
                else X_in_ctn <= X_in_ctn + 3'd1;
            end
            NO_CALC: begin
                if(!data_ready) begin
                    data_ready <= 1'b1;
                    Result_A <= (y  << 5) + (y << 4) + (y << 3) + (y << 2) + y + x;              
                end
                else begin
                    data_ready <= 1'b0;
                    fill_data <= Img_Q;
                end
            end
            WRITE_DATA : begin
                Result_D <= fill_data;
                Result_WEN <= 1'b0;              
                Result_CEN <= 1'b0;              
                if(x == 8'd60)  begin
                    x <= 8'd0;
                    y <= y + 8'd1;
                end
                else  x <= x + 8'd1;
                if(interval_cnt == 3'd4 || x == 8'd60) interval_cnt <= 3'd0;
                else interval_cnt <= interval_cnt + 3'd1;
            end
	    DONE: begin
	    	done <= 1'b1;
	    end
        endcase
    end
end
endmodule
</file>
<file path="flow/run.sh">
#!/bin/bash
# OpenROAD 26Q1-2900-gdf79404cd8, Yosys 0.63+post, stock flow scripts
make -C /OpenROAD-flow-scripts/flow DESIGN_CONFIG=/design/flow/config.mk WORK_HOME=/design/flow/orfs finish
</file>
==> results_dict.tcl <==
# place-and-route summary
set metrics [dict create \
    place_area_mm2 0.0545 \
    status "finished, final reports clean" \
    xor_share 0.0418 \
    path_delay_family "adder cells" \
    top_area_frac 0.410 \
    synth_compound_gate_area_share 0.0927 \
    final_antenna_net_count 0 \
    path_buffers 7 \
    cpMostUsedCell "fa_1" \
    top_cells_by_count "1366 x inv_1, 1069 x fa_1, 591 x ha_1" \
    adder_share 0.552 \
    crit_type "reg -> reg" \
    skew_ps 21.2 \
    cts_repair_resize_count 0 \
    finalWeightedCongestion 0.965 \
    area_growth_pct 6.27 \
    synth-edff-count 75 \
    path_clk_slew_ps 60 \
    cts_hold_buf 0 \
    reg2reg_depth 40 \
    startpoint_type "flop" \
    hold_viol_final 0 \
    grt_pass1_vias 39317 \
    rows 118 \
    clock.fmax_mhz 87.5 \
    cts_tree "yes" \
    yosys_cells 5600 \
    core_mm2 0.103 \
    yosys_area_mm2 0.0522 \
    antenna_found_initial 0 \
    post_synth_num_cell_types 82 \
    die_h_um 325 \
    path_max_fanout 19 \
    grt_usage 0.279 \
    place_hpwl_um 110000 \
    maxCapViolations 0 \
    netlist_logic_family_top "adder cells" \
    clk_latency_ps 590 \
    cts_root_buffer "clkbuf_16" \
    async_reset_ff_frac 0 \
    cts_buffers 26 \
    drt_iter0_drc 1714 \
    fin_util 0.536 \
    cp.arrival_ps 11890 \
    grt_overflow 0 \
    final_area_mm2 0.0554 \
    post-cts-setup-buffers 0 \
    fp_util 0.504 \
    rrSetupSlack_ps 12570 \
    rsz0062_at_grt "false" \
    timing.rr.start "p_1[1]" \
    cts_buffer_depth 3 \
    setup-violations-final 0 \
    synth.avg_cell_area_um2 9.32 \
    crit_path_end_kind "flop" \
    rr_endpoint "temp_fill_data[27]" \
    openroad.warnings 127 \
    die_w_um 325 \
    drc 0 \
    top_cell "inv_1" \
    finalSetupTns_ps 0 \
    holdWs_ps 429 \
    worstHoldStart "temp_x_square[31]" \
    critical_path_required_ps 24460 \
    first_pass_iters 7 \
    drive_gt1_frac 0.0343 \
    n_antenna_cell 0 \
    yosysTopAreaCell "fa_1" \
    period_used_share 0.476 \
    via_count 37024 \
    grt_max_degree 55 \
    netlist_instances 5600 \
    synthTopCellsByArea "fa_1 41%, ha_1 14%, inv_1 9.8%" \
    numPortBuffers 50 \
    yosys_warnings 1 \
    slowest_delay_ps 530 \
    vias_per_cell 5.29 \
    die-area_mm2 0.106 \
    tightestPinTransition_ps 866 \
    hold_path_class "reg -> reg" \
    finalCriticalPeriod_ps 11430 \
    postSynthSeqShare 0.0923 \
    worst_path_max_delay_cell "fa_1" \
    worstHoldPathCells 0 \
    min_to "x_square[15]" \
    wl_um 130000 \
    max_slew_margin 0.421 \
    cts_sinks 203 \
    mux_area_frac 0.00199 \
    syn_area_mm2 0.0522 \
    slew_viol_final 0 \
    h-tree-depth 1 \
    ys_sh_simple 0.109 \
    grt_pass1_wl_um 215000 \
    ys.flop_type "dfxtp_1" \
    routedWlPerCell_um 18.5 \
    design.portCount 107 \
    ys.flops 203 \
]
-- final cells by class --
type                    instances  area (µm²)
multi-input cells            3867       41700
repair buffers                139        1160
clock inverters                18         256
flip-flops and latches        203        4820
inverters                    1367        5130
well taps                    1380        1730
fillers                      9360       48100
clock buffers                  30         676
-- metrics by stage --
| stage | setup WS, ps | std cells |
|---|---|---|
| after detailed placement | 12630 | 6956 |
| after floorplan | 14090 | 5600 |
| after global routing | 11970 | 7004 |
| after global placement | 12620 | 6956 |
| final | 12570 | 7004 |
| after CTS | 12540 | 7004 |
-- kinds of logic after synthesis --
family / count (synthesis)
buffers and inverters: 1530
adder cells (fa/ha/maj): 1660
XOR/XNOR: 249
AND/OR/NAND/NOR: 1220
other: 1
multiplexers: 10
flip-flops: 203
AND-OR/OR-AND: 727
-- per-layer routing --
layer | wire length [µm] | share of wire | GRT usage | vias up
met5 | 73 | 0.00056 | 0.00589 | -
met4 | 2770 | 0.021 | 0.0471 | 2
met3 | 8670 | 0.067 | 0.0751 | 126
met2 | 62800 | 0.48 | 0.438 | 964
met1 | 55500 | 0.43 | 0.420 | 18490
li1 | - | - | - | 17442
-- cells in the final DEF, fill, tap and decap left out, drive strengths merged, types with 9 or more instances in the layout --
master | synthesis | final
buf | 6 | 90
a222oi | 15 | 15
or2 | 25 | 25
o211ai | 11 | 11
a221oi | 18 | 18
nor2b | 34 | 34
and2 | 164 | 164
clkbuf | 157 | 30
o21ai | 155 | 155
clkdlybuf4s50 | 0 | 49
nand3 | 64 | 64
and3 | 36 | 36
nand2b | 38 | 38
nor3b | 9 | 9
a31oi | 17 | 17
a221o | 18 | 18
nand2 | 539 | 539
a21boi | 10 | 10
edfxtp | 75 | 75
or3 | 16 | 16
inv | 1366 | 1369
o21a | 28 | 28
fa | 1069 | 1069
ha | 591 | 591
dfxtp | 128 | 128
a22oi | 10 | 10
o31ai | 49 | 49
o21bai | 30 | 30
o221ai | 13 | 13
xor2 | 77 | 77
nor4 | 9 | 9
o22ai | 16 | 16
a21o | 61 | 61
nand4 | 18 | 18
xnor2 | 172 | 172
nor2 | 201 | 201
a21oi | 185 | 185
a211oi | 23 | 23
nor3 | 49 | 49
-- flip-flops by register name, indices dropped and copies added, names as in the netlist, 10 cells and up --
register	cells
Img_A	14
p0	10
x_square	18
p_1	10
Result_A	14
temp_x_square	18
temp_fill_data	30
p1	10
-- how the worst max path moves through the flow --
stage                  start  slack [ps]                 end  cells past startpoint
after CTS             p_1[1]       12540  temp_fill_data[27]                     40
after global routing  p_1[1]       11970  temp_fill_data[27]                     40
final                 p_1[1]       12570  temp_fill_data[27]                     40
