File: ./run.sh
#!/bin/bash
# OpenROAD 26Q1-2900-gdf79404cd8, Yosys 0.63+post, stock flow scripts
make -C /OpenROAD-flow-scripts/flow DESIGN_CONFIG=/design/flow/config.mk WORK_HOME=/design/flow/orfs finish
File: ./config.mk
export PLATFORM = sky130hd
export DESIGN_NAME = top
export DESIGN_NICKNAME = top
export VERILOG_FILES = /design/flow/design.v
export SDC_FILE = /design/flow/constraint.sdc
export NUM_CORES = 4
export LEC_CHECK = 1
export CORE_UTILIZATION = 50
File: ./constraint.sdc
current_design top

set clk_period 57.8
set clk_io_pct 0.2

create_clock -name clk0 -period $clk_period [get_ports {clk}]

set non_clock_inputs [all_inputs -no_clocks]
set_input_delay [expr $clk_period * $clk_io_pct] -clock clk0 $non_clock_inputs
set_output_delay [expr $clk_period * $clk_io_pct] -clock clk0 [all_outputs]
File: ./design.v
`timescale 1ns/10ps
module regfile (src1, clk, rst, reg_enable, reg_write, src1_addr, write_addr, write_data, neigbor_src1, neigbor_src2, neigbor_src3, neigbor_src4);
	input clk; 
	input rst;
	input reg_enable;
	input reg_write;
	input [4-1:0]src1_addr;
	input [4-1:0]write_addr;
	input [24-1:0]write_data;
	output reg [24-1:0]src1;
    output reg [24-1:0]neigbor_src1;
    output reg [24-1:0]neigbor_src2;
    output reg [24-1:0]neigbor_src3;
    output reg [24-1:0]neigbor_src4;
reg [24-1:0] R [16-1:0];
reg [4:0]i;
always @(posedge clk) begin
	if(rst) begin
		for (i = 0; i < 16; i = i + 1) begin
			R[i] <= 16'd0;
		end
	end
	else begin
		if(reg_enable && reg_write) begin
			R[write_addr] <= write_data;
		end
	end
end
always @(*) begin
	if(reg_enable && !reg_write) begin
		src1 = R[src1_addr];
        neigbor_src1 = R[src1_addr + 4'd1];     
        neigbor_src2 = R[src1_addr - 4'd1];     
        neigbor_src3 = R[src1_addr + 4'd4];     
        neigbor_src4 = R[src1_addr - 4'd4];     
	end
	else begin
		src1 = 24'd0;
	end
end
endmodule
module abs(
    input [7:0] a1,     
    input [7:0] b1,
    input [7:0] a2,
    input [7:0] b2,
    input [7:0] a3,
    input [7:0] b3,    
    output [9:0] result  
);
wire [7:0] r1, r2, r3;
assign r1 = (a1 > b1) ? a1 - b1 : b1 - a1;
assign r2 = (a2 > b2) ? a2 - b2 : b2 - a2;
assign r3 = (a3 > b3) ? a3 - b3 : b3 - a3;
assign result = r1 + r2 + r3;
endmodule
module top (pixel_Gray, clk, rst, ref_en, ref_in, pixel_en, pixel_X, pixel_Y, pixel_broken);
input 					clk;
input 					rst;
input 					ref_en;
input 		[27:0]		ref_in;
input 					pixel_en;
input 		[1:0 ]		pixel_X;
input 		[1:0 ]		pixel_Y;
input 					pixel_broken;
output  	reg [7:0 ]		pixel_Gray;
wire [23:0] pixel_RGB;
wire [3:0] in_addr, out_addr;
wire [23:0] neigbor_src[0:3];
assign in_addr =  ref_in[27:26] + (ref_in[25:24] << 2);
assign out_addr = pixel_X  + (pixel_Y << 2);
regfile regfile1 (.src1(pixel_RGB), .clk(clk), .rst(rst), .reg_enable(1'b1), .reg_write(ref_en), .src1_addr(out_addr), .write_addr(in_addr), .write_data(ref_in[23:0]), .neigbor_src1(neigbor_src[0]), .neigbor_src2(neigbor_src[1]), .neigbor_src3(neigbor_src[2]), .neigbor_src4(neigbor_src[3]));    	
reg [7:0] R_distance, G_distance, B_distance;
wire [9:0] result_distance[0:3];
abs abs1 (.a1(pixel_RGB[23:16]), .b1(neigbor_src[0][23:16]), .a2(pixel_RGB[15:8]), .b2(neigbor_src[0][15:8]), .a3(pixel_RGB[7:0]), .b3(neigbor_src[0][7:0]), .result(result_distance[0]));
abs abs2 (.a1(pixel_RGB[23:16]), .b1(neigbor_src[1][23:16]), .a2(pixel_RGB[15:8]), .b2(neigbor_src[1][15:8]), .a3(pixel_RGB[7:0]), .b3(neigbor_src[1][7:0]), .result(result_distance[1]));
abs abs3 (.a1(pixel_RGB[23:16]), .b1(neigbor_src[2][23:16]), .a2(pixel_RGB[15:8]), .b2(neigbor_src[2][15:8]), .a3(pixel_RGB[7:0]), .b3(neigbor_src[2][7:0]), .result(result_distance[2]));
abs abs4 (.a1(pixel_RGB[23:16]), .b1(neigbor_src[3][23:16]), .a2(pixel_RGB[15:8]), .b2(neigbor_src[3][15:8]), .a3(pixel_RGB[7:0]), .b3(neigbor_src[3][7:0]), .result(result_distance[3]));
reg [2:0]i;
reg [23:0] best_pixel;
reg [9:0] min_distance;                               
always @(*) begin
    min_distance = 10'd765;                   
    best_pixel = pixel_RGB;                      
    if(pixel_en) begin
        if(pixel_broken) begin
            for(i = 0; i < 4; i = i + 1) begin
                if(result_distance[i] < min_distance) begin
                    min_distance = result_distance[i];
                    best_pixel = neigbor_src[i];
                end
            end
        end
    end
end
reg [13:0]productR, productG, productB;
reg [14:0]RGB_to_Gray, rounded_RGB_to_Gray;
always @(best_pixel) begin
    if(pixel_en) begin
        productR = best_pixel[23:16] * 6'b001001;
        productG = best_pixel[15:8] * 6'b010011;
        productB = best_pixel[7:0] * 6'b000011;
        RGB_to_Gray = productR + productG + productB;
        case(RGB_to_Gray[4:3])
		    2'b00: rounded_RGB_to_Gray = RGB_to_Gray;
		    2'b01: rounded_RGB_to_Gray = RGB_to_Gray;
		    2'b10: begin
			    if(RGB_to_Gray[6:5] == 2'b01 || RGB_to_Gray[6:5] == 2'b11)
				    rounded_RGB_to_Gray = RGB_to_Gray + 15'b000000000100000;
			    else rounded_RGB_to_Gray = RGB_to_Gray;
			    end	
		    2'b11: 	rounded_RGB_to_Gray = RGB_to_Gray + 15'b000000000100000;
	    endcase
	    pixel_Gray = rounded_RGB_to_Gray[12:5];
    end
    else begin
        pixel_Gray = 8'd0;
        productR = 14'd0;
        productG = 14'd0;
        productB = 14'd0;
        RGB_to_Gray = 15'd0;
        rounded_RGB_to_Gray = 15'd0;
    end
end
endmodule
==> CHANGELOG.md <==
### Changed

- Standard cell with the maximum stage delay on the critical path: buf_4
- Slew at the pin closest to its max-slew limit: 0.833 ns
- Global Route Usage Sum: 0.343
- Setup violation total in the final timing report: 0
- Flop and latch count out of synthesis: 480
- Kind of launch point of the worst setup path: input port
- Routability congestion estimate from global placement: 1.02
- Worst EP arrival: approximately 35 ns
- Layout Utilization: 0.542
- Number of instances resized during post-cts repair: 0
- Detailed-routing iteration count for the pre-antenna-repair pass: 5
- Maximum fanout along the worst path: 57
- Floorplan die area: 79300 µm²
- Buffer cell driving the clock tree root: clkbuf_16
- Hold Buf Count CTS: 0
- Estimated wirelength of the detail-placed design: 87500 µm
- Number of nets with antenna violations after detailed routing: 0
- H-Tree Level Count: 2
- Antenna violations before repair: 6
- DIE WIDTH: 282 µm
- F_max: approximately 0.022 GHz
- Count of buffering cells on the critical path with inverters included: 13
- Number of enable flip-flop cells: 384
- WL per Instance: 28.6 µm
- Synth top cell by count: mux4_2
- Buffers inserted during post-CTS setup optimization: 0
- Type of the most critical hold path: input port to register
- Slowest stage delay, CP: 0.67 ns
- Number of DRC violations after detailed routing: 0
- First-pass GRT wire length: 181000 µm
- Number of register pins that no clock reaches: 96
- Post-synthesis xor/xnor area fraction: 0.0309
- Tool warnings: 111
- Max-area cell share: 0.295
- Adder-Cell Fraction of Synth Area: 0.134
- AND/OR/NAND/NOR Cells, Area Fraction: 0.115
- Total cell area reported by yosys after synthesis: 39100 µm²
- Buffer depth of the longest clock path: 3
- Final instance count without filler cells: 4277
- Starting DRC count in detailed routing: 1704
- Top cells by area: edfxtp_1 30%, mux4_2 24%, ha_1 10%
- Crit. path cell count: 85
- Fraction of the cycle the final worst path needs: 0.797
- Std cell rows: 102
- Headroom to the max-slew limit: 0.440
- Endpoints left unconstrained: around 96
- Count of instantiated cells in the yosys netlist: 3248
- Final Routed Wirelength: 122000 µm
- CP endpoint kind: primary output
- Comb area leader: multiplexers
- Top cell type by total area after synthesis: edfxtp_1
- Post-Syn Area: 39100 µm²
- Mux contribution to synthesized area: 0.261
- Count of final hold-check violations: 0
- Area Overhead vs Synth: 7.27%
- YS warnings: 2
- Max-cap violation count: 0
- Number of filler instances in the final layout: roughly 6300
- Kind of cell adding the most delay to the critical path: AND-OR/OR-AND gates
- Count of buffers inserted at the top-level ports: ~44
- Library cells used by synthesis: 73
- Run status: finished clean
- Total overflow reported by the global router: 0
- Cell count after placement: 4210
- Fraction of layout instances using a drive strength above 1: 0.189
- Setup repair after global routing missed its margin: false
- Vias in the first global route: 27800
- Inserted Clock Buffers: 37
- Fraction of the core area occupied by cells at floorplan: 0.505
- Clock transition at path regs: about 0.06 ns
- Synth Area in Compound Gates: 0.0826
- Time the worst path needs with I/O delays and setup: 46.09 ns
- Most numerous cell on the critical path: a21o_1
- Post-route setup TNS: 0 ns
- Area taken by flip-flops and latches: roughly 13000 µm²
- Average size of a mapped cell: around 12 µm²
- Post-synthesis cell count: between 3000 and 4000
- Hold Path Stages: 2
- Via count: 26900
- WS Path Type: input port to primary output
- Asr flop ratio synth: 0
- Maximum number of pins on one net before global-route repair: just under 100
- Standard cell core area: 77300 µm²
- IO Pins: 45
- MI comb area: roughly 24000 µm²
- Vias per inst: between 6 and 7
- Main flop type: edfxtp_1
- Required arrival time at the worst endpoint: roughly 46 ns
- Clock tree from TritonCTS: done
- Die height: 282 µm
- Most frequent cells after synthesis: 408 x mux4_2, 390 x and2_1, 384 x edfxtp_1
- Count of pins over their slew limit: 0
[per-layer routing]
layer	global-route usage	routed length, µm	vias up
met5	0.0171	147	-
met4	0.117	5680	10
met3	0.215	18900	249
met2	0.494	54800	1482
met1	0.438	42900	13100
li1	-	-	12100
[sequential cells by signal, summed over array words and instances, names as in the netlist]
register               flops
regfile1.neigbor_src2     24
regfile1.R               384
regfile1.neigbor_src1     24
regfile1.neigbor_src4     24
regfile1.neigbor_src3     24
[cell type report]
class	count	area share
Inverter	264	0.0236
Clock buffer	44	0.0237
Multi-Input combinational cell	2308	0.584
Timing Repair Buffer	118	0.0239
Antenna cell	1	0.0000597
Clock inverter	22	0.00430
Tap cell	1040	0.0310
Sequential cell	480	0.309
[logic make-up (layout without fill, tap and decap cells)]
group | after synthesis | in the layout
adders and majority gates | 378 | 378
other | 0 | 1
buffers and inverters | 460 | 448
and+or+nand+nor | 809 | 809
DFF | 384 | 384
latches | 96 | 96
xor gates and xnor gates | 138 | 138
AOI/OAI and AO/OA | 477 | 477
muxes | 506 | 506
[cell usage in the layout (no fill, tap or decap), drive strengths merged, types with 3 or more instances in the layout]
cell and instances:
a211oi 28, a21o 72, a21oi 132, a221o 21
a221oi 28, a31oi 7, and2 391, and3 6
and4 3, buf 79, bufinv 3, clkbuf 44
clkdlybuf4s50 39, clkinv 17, dlxtn 96, edfxtp 384
fa 66, ha 311, inv 265, mux2 17
mux2i 81, mux4 408, nand2 138, nand2b 24
nand3 11, nand4 30, nor2 85, nor2b 79
nor3 12, nor4b 3, o211ai 23, o21a 15
o21ai 90, o21bai 27, o22a 12, or2 20
xnor2 86, xor2 52
[final timing paths]
check	to	slack, ns	startpoint
hold / removal	regfile1.R[8][19]	11.99	ref_in[19]
setup / recovery	pixel_Gray[6]	11.71	pixel_X[0]
[through the flow]
stage,worst slack (ns),instance area [µm²],hold WS [ns]
after global routing,9.86,41900,12.05
after global placement,12.32,40700,12.52
after floorplan,15.62,39100,11.76
final,11.71,41900,11.99
after CTS,11.73,41900,11.99
after detailed placement,11.81,40700,12.56
